$ cat flow/run.sh
#!/bin/bash
# OpenROAD 26Q1-2900-gdf79404cd8, Yosys 0.63+post, stock flow scripts
make -C /OpenROAD-flow-scripts/flow DESIGN_CONFIG=/design/flow/config.mk WORK_HOME=/design/flow/orfs finish
$ cat flow/config.mk
export PLATFORM = sky130hd
export DESIGN_NAME = Receptor
export DESIGN_NICKNAME = Receptor
export VERILOG_FILES = /design/flow/design.v
export SDC_FILE = /design/flow/constraint.sdc
export NUM_CORES = 4
export LEC_CHECK = 1
export CORE_AREA = 10 10 99 99
export DIE_AREA = 0 0 109 109
$ cat flow/constraint.sdc
current_design Receptor

set clk_period 2.8
set clk_io_pct 0.2

create_clock -name clk0 -period $clk_period [get_ports {clk}]

set non_clock_inputs [all_inputs -no_clocks]
set_input_delay [expr $clk_period * $clk_io_pct] -clock clk0 $non_clock_inputs
set_output_delay [expr $clk_period * $clk_io_pct] -clock clk0 [all_outputs]
$ cat flow/design.v
`timescale 1ns / 1ps
module Receptor(
    input clk,  
    input reset,  
    input RxD,  
    output [7:0]RxData,  
    output charDetected
    );
    reg shift;  
    reg state, nextstate;  
    reg [3:0] bitcounter;  
    reg [1:0] samplecounter;  
    reg [13:0] counter;  
    reg [9:0] rxshiftreg;  
    reg clear_bitcounter,inc_bitcounter,inc_samplecounter,clear_samplecounter;  
    reg charDet, send_charDet;
    parameter clk_freq = 100_000_000;   
    parameter baud_rate = 9_600;  
    parameter div_sample = 4;  
    parameter div_counter = clk_freq/(baud_rate*div_sample);   
    parameter mid_sample = (div_sample/2);   
    parameter div_bit = 10;  
    assign RxData = rxshiftreg [8:1];  
    assign charDetected = charDet;
    always @ (posedge clk)
        begin 
            if (reset)begin  
                state <=0;  
                bitcounter <=0;  
                counter <=0;  
                samplecounter <=0;  
                charDet <= 0;
            end else begin  
                counter <= counter +1;  
                if (counter >= div_counter-1) begin  
                    counter <=0;  
                    state <= nextstate;  
                    if (shift)rxshiftreg <= {RxD,rxshiftreg[9:1]};  
                    if (clear_samplecounter) samplecounter <=0;  
                    if (inc_samplecounter) samplecounter <= samplecounter +1;  
                    if (clear_bitcounter) bitcounter <=0;  
                    if (inc_bitcounter)bitcounter <= bitcounter +1;  
                    if (send_charDet) charDet <= 1;
                end
            end
        end
    always @ (posedge clk)  
    begin 
        shift <= 0;  
        clear_samplecounter <=0;  
        inc_samplecounter <=0;  
        clear_bitcounter <=0;  
        inc_bitcounter <=0;  
        nextstate <=0;  
        send_charDet <=0;
        case (state)
           0: begin  
	           if (RxD)  
	           begin 
	               nextstate <=0;  
               end
               else begin  
                   nextstate <=1;  
                   clear_bitcounter <=1;  
                   clear_samplecounter <=1;  
               end
           end 
           1: begin  
               nextstate <= 1;  
               if (samplecounter== mid_sample - 1) shift <= 1;  
                   if (samplecounter== div_sample - 1) begin  
                       if (bitcounter == div_bit - 1) begin  
			               send_charDet <= 1;
                           nextstate <= 0;  
                       end 
                       inc_bitcounter <=1;  
                       clear_samplecounter <=1;  
                   end else inc_samplecounter <=1;  
           end
           default: nextstate <=0;  
       endcase
   end         
endmodule
==> insert_results.sql <==
-- metrics for the results database
INSERT INTO impl_metrics (metric_group, metric, value, unit) VALUES
('route', 'detail_route.drc_violations', '0', ''),
('timing', 'fmax', '0.467', 'GHz'),
('logic_synthesis', 'ys.warnings.count', '1', ''),
('cts', 'clockBufferDepth', '2', ''),
('route', 'route.vias.total', '983', ''),
('pwr', 'power', '0.962', 'mW'),
('cells_and_area', 'final_core_utilization', '22.9', '%'),
('logic_synthesis', 'synth_area', '1520', 'sq um'),
('floorplanning', 'io-pin-count', '12', ''),
('critical_path', 'timing.setup.critical_path_class', 'register to register', ''),
('cells_and_area', 'post_route_cells_drive_above_1_share', '4.52', '%'),
('cells_and_area', 'syn2layout_area_growth', '16.6', '%'),
('cts', 'cts_buffers', '5', ''),
('floorplanning', 'chip_area', '11900', 'sq um'),
('timing', 'endpoints_failing_setup', '0', ''),
('timing', 'finalSetupTns', '0', 'ns'),
('global_route', 'grt_start_max_net_pins', '19', ''),
('floorplanning', 'core_region_area', '7730', 'sq um'),
('placed_design', 'gpl.final_weighted_congestion', '0.772', ''),
('cts', 'clkTransAtPathRegs', '0.07', 'ns'),
('logic_synthesis', 'synth_seq_share', '56.0', '%'),
('global_route', 'grt_pass1_vias', '953', ''),
('critical_path', 'crit_path_top_delay_cell', 'sky130_fd_sc_hd__and3b_1', ''),
('critical_path', 'type_of_element_capturing_the_critical_path', 'register', ''),
('floorplanning', 'placementRows', '32', ''),
('pwr', 'vdd_ir_drop_max', '315', 'uV'),
('cts', 'clkSinkCount', '38', ''),
('placed_design', 'portBuffers', '11', ''),
('cts', 'count_of_cells_resized_by_post_cts_repair', '0', ''),
('floorplanning', 'fp_util', '19.7', '%'),
('logic_synthesis', 'async_reset_ff_share', '0', '%'),
('cts', 'htreeDepth', '2', ''),
('route', 'routed_wl', '2480', 'microns'),
('pwr', 'power.leakage', '0.622', 'nW'),
('critical_path', 'crit_path_max_incr_delay', '0.47', 'ns'),
('logic_synthesis', 'syn_area_per_cell', '10.4', 'sq um'),
('critical_path', 'critical_path.startpoint_type', 'register', ''),
('critical_path', 'cp_data_arrival_time', '2.09', 'ns'),
('timing', 'layout_setup_ws', '0.658', 'ns'),
('timing', 'tightestPinTransition', '0.604', 'ns'),
('logic_synthesis', 'enable_flop_cells', '9', ''),
('cts', 'clock_tree.root_cell', 'sky130_fd_sc_hd__clkbuf_8', ''),
('timing', 'maxSlewViolCount', '0', ''),
('cells_and_area', 'finish.instance_area', '1770', 'sq um'),
('job', 'log.warning_count', '27', ''),
('placed_design', 'hpwl', '1750', 'microns'),
('min_path', 'timing.hold.worst.class', 'register to register', ''),
('logic_synthesis', 'yosys.stat.chipArea', '1520', 'sq um'),
('logic_synthesis', 'synthFlopType', 'sky130_fd_sc_hd__dfxtp_1', ''),
('timing', 'finalCriticalPeriod', '2.14', 'ns'),
('status', 'status', 'complete, no violations', ''),
('cts', 'cts-hold-fix-buffers', '0', ''),
('timing', 'hold_viol', '0', ''),
('timing', 'worst_hold_slack', '0.424', 'ns'),
('placed_design', 'area_of_placed_instances', '1690', 'sq um'),
('cts', 'cts_post_setup_buffers_inserted', '0', ''),
('route', 'drt_iter0_drc', '24', ''),
('timing', 'fin_crit_sh', '76.5', '%'),
('timing', 'unrepaired_setup_endpoints_after_global_routing', 'no', ''),
('critical_path', 'timing.critical_path.cells', 'ha_1 -> o21a_1 -> o211a_1 -> or2_0 -> and3b_1', ''),
('floorplanning', 'chipHeight', '109', 'microns'),
('logic_synthesis', 'synth_flop_count', '38', ''),
('global_route', 'grt.total_usage', '4.19', '%'),
('logic_synthesis', 'post_synth_inst_count', '146', ''),
('job', 'max_cap_viol_count', '0', ''),
('cts', 'insertion_delay_late_pin', '0.29', 'ns'),
('cts', 'clock_tree_from_tritoncts', 'yes', ''),
('route', 'detailedRoute.firstPassIterationCount', '4', ''),
('route', 'number_of_nets_still_failing_antenna_checks_after_routing', '0', ''),
('placed_design', 'placement.setup.worst_slack', '0.602', 'ns'),
('placed_design', 'numPlacedInstances', '249', '');
## report_power, final
part / switching, mW / internal [mW]
registers: 0.00591 / 0.570
clock network: 0.185 / 0.170
logic: 0.0184 / 0.0125
total: 0.210 / 0.753
## routing by layer
layer,wire length (microns),track usage (%)
met5,0,0
met4,18,0.377
met3,96,1.61
met2,1060,6.21
met1,1310,5.95
## state kept, by name, indices dropped and copies added, names as in the netlist
name and cells:
samplecounter 2, charDet 1, nextstate 1, counter 14, inc_samplecounter 1, inc_bitcounter 1
send_charDet 1, rxshiftreg 9, clear_bitcounter 1, state 1, bitcounter 4, clear_samplecounter 1
shift 1
## path summary, 6_finish.rpt
check	start	end	slack (ns)	cells after the start
setup / recovery	counter[0]$_SDFF_PP0_	rxshiftreg[2]$_DFFE_PP_	0.66	5
hold reg to reg	rxshiftreg[9]$_DFFE_PP_	rxshiftreg[8]$_DFFE_PP_	0.42	0
setup reg to reg	counter[0]$_SDFF_PP0_	rxshiftreg[2]$_DFFE_PP_	0.66	5
hold / removal	rxshiftreg[9]$_DFFE_PP_	rxshiftreg[8]$_DFFE_PP_	0.42	0
## cells in the final DEF (no fill, tap or decap), drive strengths merged, types with 5 or more instances in the layout
| cell type | n |
|---|---|
| clkdlybuf4s50 | 11 |
| nor2 | 20 |
| nand2 | 7 |
| dfxtp | 29 |
| xnor2 | 5 |
| inv | 8 |
| ha | 5 |
| clkbuf | 5 |
| edfxtp | 9 |
| nand3 | 5 |
## layout make-up
class,count,area (sq um)
Clock inverter,3,16.3
Multi-Input combinational cell,90,569
Inverter,8,30.0
Tap cell,102,128
Fill cell,823,5950
Sequential cell,38,851
Timing Repair Buffer,11,110
Clock buffer,5,68.8
## synthesized netlist by cell type, types with 3 or more instances
| master | n | area, sq um |
|---|---|---|
| sky130_fd_sc_hd__a21oi_1 | 4 | 20.0 |
| sky130_fd_sc_hd__a32o_1 | 4 | 40.0 |
| sky130_fd_sc_hd__buf_4 | 8 | 60.1 |
| sky130_fd_sc_hd__dfxtp_1 | 29 | 581 |
| sky130_fd_sc_hd__edfxtp_1 | 9 | 270 |
| sky130_fd_sc_hd__ha_1 | 5 | 62.6 |
| sky130_fd_sc_hd__inv_1 | 8 | 30.0 |
| sky130_fd_sc_hd__nand2_1 | 7 | 26.3 |
| sky130_fd_sc_hd__nand3_1 | 5 | 25.0 |
| sky130_fd_sc_hd__nor2_1 | 20 | 75.1 |
| sky130_fd_sc_hd__nor2b_1 | 4 | 25.0 |
| sky130_fd_sc_hd__nor3_1 | 3 | 15.0 |
| sky130_fd_sc_hd__o21ai_0 | 4 | 20.0 |
| sky130_fd_sc_hd__or3_1 | 4 | 25.0 |
| sky130_fd_sc_hd__xnor2_1 | 5 | 43.8 |
| sky130_fd_sc_hd__xor2_1 | 3 | 26.3 |
## critical path, delay by kind of cell (launching register included)
family	cells	cell delay, ns
adders and majority gates	1	0.23
AOI/OAI and AO/OA	2	0.36
DFF	1	0.37
and+or+nand+nor	2	0.85
## cell families (layout without fill, tap and decap cells)
kind of cell             Yosys count  after routing  synth area share, %
adder cells (fa/ha/maj)            5              5                 4.12
AND-OR/OR-AND                     21             21                 10.0
buffers and inverters             19             27                 6.83
XOR/XNOR                           8              8                 4.61
flip-flops                        38             38                 56.0
AND/OR/NAND/NOR                   54             54                 18.2
other                              1              2                0.247
Power and IR drop assume default switching activity.
